### flow/run.sh
#!/bin/bash
# OpenROAD 26Q1-2900-gdf79404cd8, Yosys 0.63+post, stock flow scripts
make -C /OpenROAD-flow-scripts/flow DESIGN_CONFIG=/design/flow/config.mk WORK_HOME=/design/flow/orfs finish
### flow/config.mk
export PLATFORM = sky130hd
export DESIGN_NAME = Memory
export DESIGN_NICKNAME = Memory
export VERILOG_FILES = /design/flow/design.v
export SDC_FILE = /design/flow/constraint.sdc
export NUM_CORES = 4
export LEC_CHECK = 1
export CORE_AREA = 10 10 70 70
export DIE_AREA = 0 0 80 80
### flow/constraint.sdc
current_design Memory

set clk_period 1.2
set clk_io_pct 0.2

create_clock -name clk0 -period $clk_period [get_ports {clockMemory}]

set non_clock_inputs [all_inputs -no_clocks]
set_input_delay [expr $clk_period * $clk_io_pct] -clock clk0 $non_clock_inputs
set_output_delay [expr $clk_period * $clk_io_pct] -clock clk0 [all_outputs]
### flow/design.v
module Memory(addressMemory, clockMemory, comandMemory, dataMemory);
  input wire [3:0] addressMemory;
  input wire clockMemory;
  output reg [3:0] comandMemory;
  output reg signed [27:0] dataMemory;
  reg [3:0] comandsMemory [0:14];
  reg signed [27:0] datasMemory [0:14];
  reg [3:0] memSizeMemory;
  initial begin
    memSizeMemory = 5;
    comandsMemory[0] = 4'b0001; datasMemory[0] = 27'd350;
    comandsMemory[1] = 4'b0011; datasMemory[1] = -27'd915;
    comandsMemory[2] = 4'b0011; datasMemory[2] = 27'd2;
    comandsMemory[3] = 4'b0110; datasMemory[3] = 27'd0;
    comandsMemory[4] = 4'b1001; datasMemory[4] = 27'd0;
  end
  always @(posedge clockMemory) begin
    if (addressMemory < memSizeMemory) begin
      comandMemory <= comandsMemory[addressMemory];
      dataMemory <= datasMemory[addressMemory];
    end
    else begin
      comandMemory <= 4'b1010;
      dataMemory <= 27'd0;
    end
  end
endmodule
==> results.json <==
{
  "run_status": "finished, final reports clean",
  "dr.first_iter.drc_count": 0,
  "setup_viol": 0,
  "drt_pass1_iterations": 1,
  "cp_slowest_cell": "dfxtp_4",
  "gp_congestion": 0.689,
  "p_sw_uw": 106,
  "n_antenna_cell": 0,
  "ios": 37,
  "drc": 0,
  "track_usage_pct": 2.44,
  "routed-via-count": 281,
  "p_comb_share_pct": 12.5,
  "hold_viol": 0,
  "p_per_area_nw_per_um2": 858,
  "clockBufferDepth": 2,
  "maxCapViolations": 0,
  "synthCells": 43,
  "openroad.warnings": 27,
  "wl_per_cell_um": 9.64,
  "cts_num_sinks": 8,
  "cts-root-buf": "clkbuf_4",
  "viasPerCell": 2.70,
  "timing.hold.ws_ps": 591,
  "chip_area_um2": 6400,
  "ys_cells": 43,
  "worst_slack_ps": 59.6,
  "die_width_um": 80,
  "ys_warn_count": 1,
  "cts-resized-gates": 33,
  "fin_util_pct": 18.6,
  "criticalPathCategory": "reg2out",
  "fmax_mhz": 877,
  "p_sw_share_pct": 19.4,
  "clk_pin_slew_ps": 50,
  "cp_data_required_time_ps": 960,
  "htreeDepth": 1,
  "flop_cell": "dfxtp_1",
  "end_kind": "output pin",
  "cp_top_family": "flip-flops",
  "numPortBuffers": 34,
  "synth.top_cell.area_share_pct": 43.0,
  "grt_pass1_vias": 256,
  "vdd_drop_max_v": 0.000415,
  "overflow": 0,
  "post_synth_main_area_contributors": "buf_4, dfxtp_1, and4bb_1",
  "crit_path_max_incr_delay_ps": 420,
  "netlist_top_cells_count": "buf_4, dfxtp_1, nor2_1",
  "grt_max_degree": 21,
  "syn_area_um2": 419,
  "hold_buffers": 0,
  "cts-buffers-inserted": 3,
  "p_seq_share_pct": 51.7,
  "drive_above_1_share_pct": 15.5,
  "yosysTopAreaCell": "buf_4",
  "maxSlewViolCount": 0,
  "crit_path_max_fanout": 20,
  "period_used_pct": 95.0,
  "area_growth_pct": 51.6,
  "fp_util_pct": 12.3,
  "synth-edff-count": 0,
  "hold_path.class": "in2reg",
  "die_y_um": 80,
  "internal-power_uw": 440,
  "arrival_ps": 900,
  "yosys.cell_types.count": 11,
  "std_cell_rows": 21,
  "ys_area_um2": 419,
  "fin_tns_setup_ps": 0,
  "ys_async_sr_fraction_pct": 0,
  "min_period_ps": 1140,
  "yosysMostFrequentCell": "buf_4",
  "ys_seq_elements": 8,
  "dp_slack_ps": -62.4,
  "grt_first_pass_wirelength_mm": 1.26,
  "antenna_found_initial": 0,
  "avgSynthCellArea_um2": 9.75,
  "drtAntennaViolNets": 0,
  "total_leakage_power_nw": 0.359,
  "rsz0062_at_grt": "true",
  "cts_tree": "yes",
  "drt-total-wl_mm": 1.00,
  "start_kind": "register",
  "path_cells": "dlygate4sd2_1",
  "total_power_uw": 545,
  "clockPowerShare_pct": 35.8,
  "postSynthSeqShare_pct": 38.2,
  "crit_buf_inv": 1,
  "post_cts_buffers": 0,
  "dp_hpwl_um": 863,
  "coreArea_um2": 3420
}
==> area by class of cell <==
cell class / instances / area (um^2)
clock buffer: 3 / 22.5
multi-input combinational: 11 / 71.3
sequential: 8 / 166
timing repair buffer: 36 / 318
fill: 393 / 2780
tap: 46 / 57.6
==> power groups by stage <==
stage,clock network (mW),logic (mW),registers (mW)
4_1_cts,0.207,0.0770,0.281
5_1_grt,0.222,0.0764,0.283
6_report,0.195,0.0679,0.282
==> sequential cells by signal (all words and copies together), names as in the netlist <==
name / flops
comandMemory: 4
dataMemory: 4
==> layout by cell type (no fill, tap or decap), drive strengths merged <==
master	count
nor2	3
and4bb	1
clkbuf	3
maj3	1
dlygate4sd2	30
dfxtp	8
buf	2
or2	1
or3	1
nor3	1
clkdlybuf4s50	4
conb	2
nor3b	1
==> logic make-up (layout without fill, tap and decap cells) <==
family / Yosys count / count (layout) / synth area share (%)
fa+ha+maj: 1 / 1 / 2.39
buf+inv: 25 / 39 / 45.7
flops: 8 / 8 / 38.2
other cells: 1 / 2 / 0.895
simple gates: 8 / 8 / 12.8
==> path summary, 6_finish.rpt <==
kind,from,to,cells after the start
hold / removal,addressMemory[3],comandMemory[0]$_SDFF_PP0_,2
setup / recovery,dataMemory[26]$_SDFF_PP0_,dataMemory[19],1
==> stage by stage <==
step / area (um^2) / cells
6_report: 636 / 104
5_1_grt: 636 / 104
4_1_cts: 653 / 105
3_5_place_dp: 664 / 102
3_3_place_gp: 664 / 102
2_1_floorplan: 423 / 44
==> metal layers <==
metal / vias to the layer above / global-route usage [%] / part of all wire, %
li1: 138 / - / -
met2: 32 / 3.45 / 31
met4: 0 / 0.880 / 1.9
met1: 109 / 2.48 / 33
met3: 2 / 2.27 / 33
met5: - / 0 / 0
Power is estimated from default activity; no workload was simulated.
