File: ./run.sh
#!/bin/bash
# OpenROAD 26Q1-2900-gdf79404cd8, Yosys 0.63+post, stock flow scripts
make -C /OpenROAD-flow-scripts/flow DESIGN_CONFIG=/design/flow/config.mk WORK_HOME=/design/flow/orfs finish
File: ./config.mk
export PLATFORM = sky130hd
export DESIGN_NAME = Counter
export DESIGN_NICKNAME = Counter
export VERILOG_FILES = /design/flow/design.v
export SDC_FILE = /design/flow/constraint.sdc
export NUM_CORES = 4
export LEC_CHECK = 1
export CORE_AREA = 10 10 70 70
export DIE_AREA = 0 0 80 80
File: ./constraint.sdc
current_design Counter

set clk_period 2.1
set clk_io_pct 0.2

create_clock -name clk0 -period $clk_period [get_ports {clockCounter}]

set non_clock_inputs [all_inputs -no_clocks]
set_input_delay [expr $clk_period * $clk_io_pct] -clock clk0 $non_clock_inputs
set_output_delay [expr $clk_period * $clk_io_pct] -clock clk0 [all_outputs]
File: ./design.v
module Counter(clockCounter, addressCounter);
  input wire clockCounter;
  output reg [3:0] addressCounter;
  reg finishedCounter;
  reg firstStepCounter;
  initial begin
    addressCounter = 4'b0000;
    finishedCounter = 0;
    firstStepCounter = 1;
  end
  always @(negedge clockCounter) begin
    if(finishedCounter == 0) begin
      if(addressCounter == 4'b1111) begin
        finishedCounter <= 1;
      end
      else if(firstStepCounter == 1)begin
        firstStepCounter = 0;
      end
      else begin
        addressCounter <= (addressCounter + 4'b0001);
      end
    end
  end
endmodule
==> notes.md <==
Physical design

Per the CTS log, the maximum H-tree level is 1. Summed over all routing layers, the global router reports a total usage of 0.01516. The tree is rooted in a sky130_fd_sc_hd__clkbuf_4.

STA classifies the critical path endpoint as a primary output. Per the TritonCTS log, the buffer count is 3. The violation tally from detailed-route iteration zero stands at 1.

Among all stages on the critical path, the largest delay is contributed by sky130_fd_sc_hd__edfxtp_1. The layout overhead on the synthesized area stands at 73.33%. The run finished, with violations left. The first global-routing pass estimated around 730 µm of wire. The core area stands at approximately 0.0034 mm².

The path class of the tightest hold or removal check is reg -> reg. The logs give a warning total of 33. The power report puts the leakage power at 0.1954 nW. The layout filler cell count stands at ~400.

Walking the worst path, the cells encountered are buf_2. Wires add up to ~490 µm. The final count of negative-setup-slack endpoints stands at 4. The non-filler instance count after layout stands at 82. The minimum setup slack in the final design stands at -181.6 ps. In the final routed layout, each cell accounts on average for between 5 and 6 µm.

The total number of placement rows stands at 21. The area of the chip stands at between 0.006 and 0.007 mm². The number of flip-flops and latches in the synthesized netlist stands at 6. Of the cells placed in the final design, the portion with a size suffix greater than 1 is 0.4722.

After detailed routing, the number of vias per cell comes to roughly 2.1. According to the report, the first pass of detailed routing completed in 2 iterations. The worst hold path begins at finishedCounter$_SDFF_NP1_.

The global route total overflow stands at 0. The clock slew at the register clock pins of the worst setup and hold paths stands at ~30 ps. In the final report, the number of hold violations comes to 0. The post-synthesis cell type count stands at 10. The combined area of all synthesized cells stands at approximately 240 µm². The via count of the first global-routing pass is around 190. The horizontal die dimension stands at roughly 80 µm.

The final reports fail on setup timing. The required time at the worst endpoint is listed as around 1700 ps. The I/O pin count stands at 5. Synthesis produced a netlist whose cell count is 16. The final power report lists total power as between 0.2 and 0.3 mW.

In this design, the largest share of critical-path delay is due to flip-flops. Counting tap cells, the placed design contains a total of approximately 70 instances. The register area share after synthesis stands at 0.6974. The maximum cell stage delay along the critical path stands at between 300 and 400 ps. The area taken by sequential standard cells is reported as 170.2 µm². The clock insertion delay at the later pin of the skew report stands at approximately 300 ps. Looking at the critical path, the highest net fanout was 2. The routability-driven placement congestion ratio stands at ~0.69. The initial antenna violation count stands at 0.

The routed layout has ~180 vias. TritonCTS built the clock tree. CTS saw 6 sinks. The DRC violations left stands at 0. Pins over their slew limit in the final report were tallied at 0. The mean cell area of the mapped netlist stands at about 15 µm². The antenna cell count stands at 0. The arrival time of data at the worst endpoint is listed as 1860 ps. The HPWL after detailed placement is between 300 and 400 µm. The script reports the combined buffer and inverter count of the critical path as 1. The deepest clock path buffer count stands at 2. The number of max-capacitance violations reported stands at 0. The synthesized chip area reported by yosys stands at between 200 and 250 µm². STA classifies the critical path startpoint as a flop. The vertical die dimension reported for this design is roughly 80 µm.

The initial standard-cell utilization of the core stands at 0.07143. Counting the warning lines in the Yosys log gives 1. The worst clock skew stands at 5.540 ps. Per STA, the startpoint of the critical path is addressCounter[2]$_DFFE_NP_. Power spread over the standard cell area amounts to 698.4 mW/mm². The logic area stands at around 63 µm². The post-cts hold-fix buffer tally stands at 0. The placement report lists the number of port buffers as 4. The remaining number of nets flagged by the antenna check after routing stands at 0. Entering global routing, the biggest net connects 5 pins. The launch point of the worst register-to-register path is recorded as addressCounter[1]$_DFFE_NP_. Setup repair after global routing could not meet its margin everywhere. The number of cells in Yosys stat stands at 16. Looking at the setup timing report, the critical path kind is reg -> out. The worst ir drop on vdd stands at around 0.38 mV.
==> layout by cell type (no fill, tap or decap), drive strengths merged <==
cell / netlist / layout
a31o: 1 / 1
nor2: 1 / 1
buf: 0 / 12
nand3: 1 / 1
edfxtp: 5 / 5
dfxtp: 1 / 1
clkbuf: 0 / 3
xnor2: 1 / 1
ha: 1 / 1
inv: 3 / 8
xor2: 1 / 1
conb: 1 / 1
==> kinds of logic (layout without fill, tap and decap cells) <==
group / count (synthesis) / count (layout) / share of synthesized area
AOI/OAI and AO/OA: 1 / 1 / 0.07181
xor gates and xnor gates: 2 / 2 / 0.07181
adders and majority gates: 1 / 1 / 0.05127
and+or+nand+nor: 2 / 2 / 0.04615
other: 1 / 1 / 0.01537
buffers and inverters: 3 / 23 / 0.04615
DFF: 6 / 6 / 0.6974
==> worst paths after layout <==
check                                end  slack, ps  cells after the start
max                    addressCounter[2]       -180                      1
min           finishedCounter$_SDFF_NP1_        450                      1
max reg2reg  addressCounter[0]$_DFFE_NP_        380                      6
min reg2reg   finishedCounter$_SDFF_NP1_        450                      1
==> metrics by stage <==
step | hold WS [ps] | TNS, ps | utilization | setup WS (ps) | cell area [µm²]
finish | 454.8 | -690.7 | 0.1238 | -181.6 | 422.9
global route | 469.5 | -883.7 | 0.1238 | -235.2 | 422.9
CTS | 460.5 | -783.5 | 0.1194 | -209.6 | 407.9
detailed placement | 452.7 | -794.0 | 0.1066 | -209.7 | 364.1
global placement | 446.3 | -802.3 | 0.1066 | -209.9 | 364.1
floorplan | 433.0 | 0 | - | 229.7 | 244.0
==> flip-flops by register name, summed over array words and instances (netlist names) <==
name and count:
finishedCounter 1, firstStepCounter 1, addressCounter 4
==> metal layers <==
| layer | GRT usage | vias to the layer above | wire, µm |
|---|---|---|---|
| met3 | 0.01364 | 0 | 31 |
| met5 | 0 | - | 0 |
| li1 | - | 95 | - |
| met4 | 0.008803 | 0 | 0 |
| met2 | 0.01204 | 7 | 158 |
| met1 | 0.02237 | 73 | 298 |
==> power breakdown <==
group	switching [mW]	internal, mW	total, mW
clock	0.0652	0.0802	0.145
combinational	0.00580	0.00814	0.0139
sequential	0.00166	0.134	0.136
total	0.0727	0.223	0.295
==> cell usage after synthesis (all sizes together) <==
cell type / instances / area, µm²
ha: 1 / 12.51
edfxtp: 5 / 150.1
xnor2: 1 / 8.760
inv: 3 / 11.26
conb: 1 / 3.750
dfxtp: 1 / 20.02
nand3: 1 / 5.000
a31o: 1 / 17.52
xor2: 1 / 8.760
nor2: 1 / 6.260
==> what timing repair did <==
| action | CTS | global route |
|---|---|---|
| endpoints found under the hold margin | 0 | 0 |
| buffers inserted | 3 | 2 |
| cloned | 0 | 0 |
| resized | 13 | 0 |
| endpoints found under the setup margin | 4 | 4 |
==> final cells by class <==
class                      count  area share
sequential                     6      0.4024
timing repair buffer          12      0.1893
multi-input combinational      7      0.1479
tap                           46      0.1361
clock buffer                   3     0.05325
clock inverter                 6     0.05325
inverter                       2     0.01775
Power and IR drop assume default switching activity.
