### /design/flow/design.v
module Register(inputRegister, comandRegister, clockRegister, valueRegister);
	input wire signed [27:0] inputRegister;
	input wire [2:0] comandRegister;
	input wire clockRegister;
	output reg signed [27:0] valueRegister;
	parameter
		HOLD = 3'b000,
		RESET = 3'b001,
		LOAD = 3'b010,
		ShiftLeft = 3'b011,
		ShiftRight = 3'b100;
	always  @ (negedge clockRegister) begin
		case(comandRegister)
			HOLD: valueRegister <= valueRegister;
			RESET: valueRegister <= 27'd0;
			LOAD: valueRegister <= inputRegister;
			ShiftLeft: valueRegister <= valueRegister << 1;
			ShiftRight: valueRegister <= valueRegister >> 1;
		endcase
	end
endmodule
### /design/flow/run.sh
#!/bin/bash
# OpenROAD 26Q1-2900-gdf79404cd8, Yosys 0.63+post, stock flow scripts
make -C /OpenROAD-flow-scripts/flow DESIGN_CONFIG=/design/flow/config.mk WORK_HOME=/design/flow/orfs finish
### /design/flow/config.mk
export PLATFORM = sky130hd
export DESIGN_NAME = Register
export DESIGN_NICKNAME = Register
export VERILOG_FILES = /design/flow/design.v
export SDC_FILE = /design/flow/constraint.sdc
export NUM_CORES = 4
export LEC_CHECK = 1
export CORE_AREA = 10 10 106 106
export DIE_AREA = 0 0 116 116
### /design/flow/constraint.sdc
current_design Register

set clk_period 5.2
set clk_io_pct 0.2

create_clock -name clk0 -period $clk_period [get_ports {clockRegister}]

set non_clock_inputs [all_inputs -no_clocks]
set_input_delay [expr $clk_period * $clk_io_pct] -clock clk0 $non_clock_inputs
set_output_delay [expr $clk_period * $clk_io_pct] -clock clk0 [all_outputs]
==> out/qor.csv <==
stage,metric,value,unit
logic_synthesis,Top area cell types,"edfxtp_1 (57%), mux2i_1 (18%), o2bb2ai_1 (15%), buf_6 (3.0%), buf_2 (1.3%)",
floorplanning,Initial Util,16.8,%
pwr,leak pwr,0.958,nW
setup_path,crit path launch type,register,
logic_synthesis,top-count cell post-synth,edfxtp_1,
setup_path,Reg2Reg Capture Point,valueRegister[16],
logic_synthesis,Post-synth top cells,"edfxtp_1 (28), mux2i_1 (27), o2bb2ai_1 (25), buf_2 (4), buf_6 (4)",
logic_synthesis,number of enable flip-flop cells,28,
layout,Top reg by flops,valueRegister,
setup_path,cells on worst reg2reg path,2,
place,Detailed Place HPWL,3.59,mm
layout,max reg flops,28,
logic_synthesis,cell area after synthesis,1480,um2
floorplanning,row cnt,34,
job,max_cap viols,0,
timing,max_slew headroom,76.9,%
layout,biggest registers after layout,valueRegister: 28 flops,
clock_tree,clk ins delay skew pair,0.35,ns
logic_synthesis,Avg Synthesized Cell Area,14.8,um2
setup_path,CP peak stage delay,0.49,ns
place,PortBufs,59,
logic_synthesis,synthesis-stage register bit count,28,
pwr,combinational share of power,20.1,%
timing,post-route setup TNS,0,ns
route,Pre-antenna DRT Iters,3,
logic_synthesis,library cells used by synthesis,15,
layout,post-route cell area,2390,um2
logic_synthesis,Post-synth ARST share,0,%
grt,vias in the first global route,1353,
job,count of tool warnings,53,
grt,initial antenna violation count,0,
layout,share of layout cells above drive strength 1,7.94,%
route,Via density,4.02,
status,status,completed,
floorplanning,Core ar.,8850,um2
place,Place WS,0.0959,ns
timing,Hold Worst Slack,0.585,ns
clock_tree,cts hold-fix bufs,0,
setup_path,Crit Path Max Fanout,3,
timing,Setup Skew,0.0160,ns
timing,RSZ-0062 raised after global routing,no,
pwr,clock power share,31.9,%
setup_path,CP Depth,1,
setup_path,"slowest stage cell, crit path",clkdlybuf4s50_1,
route,DRT iter0 DRCs,91,
clock_tree,CTS sink count,28,
setup_path,Critical Setup Path Class,register to output port,
clock_tree,# Post-CTS Setup Buffers,0,
logic_synthesis,Mapped Cells,100,
grt,pin count of the biggest net entering global routing,19,
timing,Worst Tran Pin Value,0.346,ns
pwr,Sw Pwr,0.180,mW
route,wire per inst,15.6,um
grt,grt total ovfl,0,
floorplanning,# IOs,60,
clock_tree,# resized after CTS,0,
route,Routed Antenna Nets,0,
pwr,Sw Ratio,28.9,%
timing,Final Hold Vio Count,0,
logic_synthesis,YS chip area,1480,um2
pwr,internal power,0.444,mW
setup_path,FF-to-FF Start,valueRegister[15],
setup_path,WP buf/inv,1,
route,routed wire length,4.64,mm
logic_synthesis,register area share after synthesis,56.7,%
floorplanning,Die Ht,116,um
logic_synthesis,yosys warns,1,
timing,Final Slew Violations,0,
clock_tree,Root Buffer,clkbuf_8,
clock_tree,CTS Buf Count,3,
worst_hold_path,Hold WC Path Type,register to register,
logic_synthesis,cell type with the largest total area,edfxtp_1,
timing,final setup margin,0.311,ns
pwr,Reg power frac,48.0,%
floorplanning,Die W,116,um
setup_path,CP required,4.16,ns
grt,GRT Total Usage,6.85,%
floorplanning,Die ar.,13500,um2
setup_path,CP Capture Type,output port,
grt,first-pass GRT wire length,7.24,mm
setup_path,CP top delay family,buffers and inverters,
logic_synthesis,ys flop type,edfxtp_1,
setup_path,CP Data Arrival Time,3.85,ns
logic_synthesis,"area share, top type",56.7,%
clock_tree,Clock transition at path regs,0.05,ns
clock_tree,H-tree depth,1,
timing,final setup vio count,0,
setup_path,Setup crit start,valueRegister[15],
place,DP Area,2240,um2
setup_path,crit path cell chain,clkdlybuf4s50_1,
clock_tree,Clock Tree Buf Depth,2,
logic_synthesis,yosys cell count,100,
pwr,PD cells,261,nW/um2
clock_tree,TritonCTS clock tree,done,
route,diode count,0,
setup_path,crit path capture,valueRegister[15],
pwr,Worst VDD drop,76.0,uV
route,drc violations,0,
route,routed vias,1194,
setup_path,Reg2Reg Setup Slack,4.23,ns
layout,Area Growth Syn to Fin,60.8,%
place,Final GP Congestion,0.781,
power by group through the flow:
stage / Sequential (mW) / Clock, mW / Combinational [mW]
after global routing: 0.303 / 0.242 / 0.138
final: 0.300 / 0.199 / 0.125
after CTS: 0.300 / 0.212 / 0.129
per-stage QoR:
step | instances | power (mW) | util, %
after CTS | 297 | 0.641 | 27.0
after global routing | 297 | 0.683 | 27.0
after floorplan | 100 | 0.371 | -
after detailed placement | 267 | 0.465 | 25.4
after global placement | 267 | 0.464 | 25.4
final | 297 | 0.624 | 27.0
how the worst min path moves through the flow:
stage                              from           endpoint  slack [ns]  depth (start not counted)
after CTS              valueRegister[6]   valueRegister[5]        0.59                          1
after global routing  valueRegister[22]  valueRegister[21]        0.61                          1
final                  valueRegister[8]   valueRegister[7]        0.58                          1
per-layer routing:
metal / GRT usage (%) / vias up / wire, um
met4: 1.42 / 0 / 13
li1: - / 591 / -
met5: 0 / - / 0
met2: 8.99 / 56 / 1930
met1: 9.00 / 545 / 2110
met3: 4.92 / 2 / 593
logic make-up (layout without fill, tap and decap cells):
logic type / count (synthesis) / count (layout) / synth area share, %
flip-flops: 28 / 28 / 56.7
XOR/XNOR: 1 / 1 / 0.590
AND/OR/NAND/NOR: 7 / 7 / 3.96
AND-OR/OR-AND: 27 / 27 / 15.4
multiplexers: 27 / 27 / 18.2
buffers and inverters: 10 / 99 / 5.14
cells in the final DEF (no fill, tap or decap):
| cell type | instances |
|---|---|
| mux2i_1 | 27 |
| clkbuf_8 | 3 |
| nor3b_4 | 1 |
| inv_1 | 28 |
| a21oi_1 | 1 |
| o21ai_0 | 1 |
| nand2b_1 | 1 |
| edfxtp_1 | 28 |
| buf_12 | 2 |
| nor2_1 | 2 |
| buf_2 | 1 |
| xnor2_4 | 1 |
| clkdlybuf4s50_1 | 58 |
| o2bb2ai_1 | 25 |
| nand3b_1 | 2 |
| buf_4 | 7 |
| nand4bb_1 | 1 |
cell type report:
class,instances,area [um2]
clock inverter,28,105
sequential,28,841
fill,921,6460
timing repair buffer,68,678
multi-input combinational,62,586
tap,108,135
clock buffer,3,41.3
worst reg2reg max path: stages (launching register included):
cell and delay (ns):
edfxtp_1 0.44, mux2i_1 0.18, o2bb2ai_1 0.09
Power figures rest on the tool's default switching activity, not on a simulated workload.
